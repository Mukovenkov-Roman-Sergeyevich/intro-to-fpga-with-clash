==> flow/design.v <==
module int_number_adder#(
    parameter int NUMBER_OF_INTS = 16
)(
    input  int a [NUMBER_OF_INTS],
    output int sum
);
    int partial_sums[NUMBER_OF_INTS];
    assign partial_sums[0] = a[0];
    genvar i;
    generate
        for (i = 1; i < NUMBER_OF_INTS; i++)
            adder_multibits_int adder_inst(
                .a(a[i]),
                .b(partial_sums[i-1]),
                .sum(partial_sums[i])
            );
    endgenerate
    assign sum = partial_sums[NUMBER_OF_INTS-1];
endmodule
module adder_multibits_int(
  input int a,
  input int b,
  output int sum
);
  assign sum = a + b;
endmodule
==> flow/run.sh <==
#!/bin/bash
# OpenROAD 26Q1-2900-gdf79404cd8, Yosys 0.63+post, stock flow scripts
make -C /OpenROAD-flow-scripts/flow DESIGN_CONFIG=/design/flow/config.mk WORK_HOME=/design/flow/orfs finish
==> flow/config.mk <==
export PLATFORM = sky130hd
export DESIGN_NAME = int_number_adder
export DESIGN_NICKNAME = int_number_adder
export VERILOG_FILES = /design/flow/design.v
export SDC_FILE = /design/flow/constraint.sdc
export NUM_CORES = 4
export LEC_CHECK = 1
export CORE_UTILIZATION = 30
export SYNTH_HDL_FRONTEND = slang
==> flow/constraint.sdc <==
current_design int_number_adder

set clk_period 26.7
set clk_io_pct 0.2

create_clock -name clk0 -period $clk_period

set non_clock_inputs [all_inputs -no_clocks]
set_input_delay [expr $clk_period * $clk_io_pct] -clock clk0 $non_clock_inputs
set_output_delay [expr $clk_period * $clk_io_pct] -clock clk0 [all_outputs]
==> report_table.html <==
<h2>Synthesis and place &amp; route</h2>
<table>
<tr><th>Metric</th><th>Value</th></tr>
<tr><th colspan="2">Synthesis</th></tr>
<tr><td>Count of distinct cell types in the synthesized netlist</td><td>41</td></tr>
<tr><td>Combined area of all synthesized cells</td><td>12700 um^2</td></tr>
<tr><td>Post-synth area from yosys stat</td><td>12700 um^2</td></tr>
<tr><td>Average instance area after synthesis</td><td>9.689 um^2</td></tr>
<tr><td>Cell count after synthesis</td><td>1311</td></tr>
<tr><td>Tally of yosys warning messages</td><td>0</td></tr>
<tr><td>Number of cell instances after yosys synthesis</td><td>1311</td></tr>
<tr><td>Share of synthesized area occupied by flip-flops and latches</td><td>0</td></tr>
<tr><td>Post-synth top area cell</td><td>sky130_fd_sc_hd__fa_1</td></tr>
<tr><td>Max-area cell share</td><td>0.6667</td></tr>
<tr><td>Leading post-synthesis cells by cell area</td><td>sky130_fd_sc_hd__fa_1 67%, sky130_fd_sc_hd__inv_1 20%, sky130_fd_sc_hd__ha_1 3.6%, sky130_fd_sc_hd__xnor2_1 3.0%, sky130_fd_sc_hd__a21oi_1 0.95%</td></tr>
<tr><th colspan="2">STA</th></tr>
<tr><td>Post-route clock period utilization</td><td>0.6434</td></tr>
<tr><td>Normalized max-slew margin</td><td>0.6974</td></tr>
<tr><td>Worst Hold Slack</td><td>11.72 ns</td></tr>
<tr><td>Tmin final</td><td>17.18 ns</td></tr>
<tr><td>Accumulated negative setup slack</td><td>0 ns</td></tr>
<tr><td>Unrepaired setup endpoints after global routing</td><td>no</td></tr>
<tr><td>Transition time of the tightest slew-check pin</td><td>0.4498 ns</td></tr>
<tr><td>Endpoints failing setup</td><td>0</td></tr>
<tr><td>FMAX</td><td>0.05821 GHz</td></tr>
<tr><td>Final hold violation count</td><td>0</td></tr>
<tr><td>Final count of pins violating max slew</td><td>0</td></tr>
<tr><th colspan="2">Global route</th></tr>
<tr><td>Most Used Layer, Global Route</td><td>met2</td></tr>
<tr><td>Met2 Track Usage GR</td><td>0.3301</td></tr>
<tr><td>Grt ovf</td><td>0</td></tr>
<tr><td>Met1 usage in global routing</td><td>0.2611</td></tr>
<tr><td>Largest net degree at the start of global routing</td><td>8</td></tr>
<tr><td>Met3 track demand over resource in global routing</td><td>0.05920</td></tr>
<tr><td>GR Util All Layers</td><td>0.1923</td></tr>
<tr><td>Initial antenna violation count</td><td>3</td></tr>
<tr><td>Vias in the first global route</td><td>10926</td></tr>
<tr><td>First-pass GRT wire length</td><td>59.71 mm</td></tr>
<tr><th colspan="2">Routing</th></tr>
<tr><td>Vias per Instance</td><td>3.959</td></tr>
<tr><td>Violation count after the first detailed-routing iteration</td><td>232</td></tr>
<tr><td>Final ANT Viol Nets</td><td>0</td></tr>
<tr><td>Via count</td><td>9482</td></tr>
<tr><td>DR DRC count</td><td>0</td></tr>
<tr><td>Average wire per standard cell</td><td>15.12 um</td></tr>
<tr><td>Total wirelength of the detailed-routed design</td><td>36.22 mm</td></tr>
<tr><td>Number of search-and-repair iterations in the first detailed-routing pass</td><td>6</td></tr>
<tr><th colspan="2">Die</th></tr>
<tr><td>Die span in y</td><td>207.8 um</td></tr>
<tr><td>Number of placement rows</td><td>75</td></tr>
<tr><td>Area of the die</td><td>43170 um^2</td></tr>
<tr><td>Horizontal die dimension</td><td>207.8 um</td></tr>
<tr><td>Effective utilization at floorplan</td><td>0.3035</td></tr>
<tr><td>Area of the core region</td><td>41850 um^2</td></tr>
<tr><td>IO Pins</td><td>544</td></tr>
<tr><th colspan="2">Cells and area</th></tr>
<tr><td>Number of sequential storage elements</td><td>0</td></tr>
<tr><td>Cell area after layout</td><td>18820 um^2</td></tr>
<tr><td>Top library cells by usage in the layout, fill and taps aside</td><td>663 x sky130_fd_sc_hd__inv_1, 544 x sky130_fd_sc_hd__clkdlybuf4s50_1, 423 x sky130_fd_sc_hd__fa_1</td></tr>
<tr><td>Number of non-filler instances in the completed layout</td><td>2395</td></tr>
<tr><td>Fillers</td><td>3994</td></tr>
<tr><td>Total area of sequential cells</td><td>0 um^2</td></tr>
<tr><td>Syn-to-layout area delta</td><td>48.19%</td></tr>
<tr><td>Fraction of final layout cells with drive strength greater than 1</td><td>0.004854</td></tr>
<tr><td>Number of clock buffer instances in the layout</td><td>0</td></tr>
<tr><td>Most common cell after layout, fill and taps aside</td><td>sky130_fd_sc_hd__inv_1</td></tr>
<tr><td>MI comb area</td><td>10210 um^2</td></tr>
<tr><th colspan="2">Critical path</th></tr>
<tr><td>Kind of critical path</td><td>primary input to output port</td></tr>
<tr><td>Kind of end point of the critical path</td><td>output port</td></tr>
<tr><td>Required time at the worst-slack endpoint</td><td>21.36 ns</td></tr>
<tr><td>Arrival time of the worst setup path</td><td>11.84 ns</td></tr>
<tr><td>CP startpoint kind</td><td>primary input</td></tr>
<tr><td>Worst-path fanout max</td><td>3</td></tr>
<tr><td>Timing startpoint of the critical path</td><td>a[386]</td></tr>
<tr><th colspan="2">Status</th></tr>
<tr><td>Result of the run</td><td>completed</td></tr>
<tr><th colspan="2">Min path</th></tr>
<tr><td>Worst-case hold path end point</td><td>sum[0]</td></tr>
<tr><td>Hold crit path type</td><td>primary input to output port</td></tr>
<tr><td>Worst hold path startpoint</td><td>a[480]</td></tr>
<tr><td>Min-Delay Path Depth</td><td>3</td></tr>
<tr><th colspan="2">Flow run</th></tr>
<tr><td>Tool warnings</td><td>32</td></tr>
<tr><td>Max capacitance violation total</td><td>0</td></tr>
<tr><th colspan="2">Place</th></tr>
<tr><td>Number of buffers inserted by port buffering</td><td>544</td></tr>
<tr><td>Placer Congestion</td><td>0.9143</td></tr>
<tr><td>Placed Cells incl. Taps</td><td>2393</td></tr>
<tr><td>Instance area at placement</td><td>18820 um^2</td></tr>
<tr><td>Detail Placement HPWL</td><td>36.03 mm</td></tr>
<tr><th colspan="2">Clocking</th></tr>
<tr><td>Number of hold-repair buffers added at the cts stage</td><td>0</td></tr>
<tr><td>Number of buffers added for setup after CTS</td><td>0</td></tr>
<tr><td>Number of instances resized during post-cts repair</td><td>0</td></tr>
</table>
worst max path at each step:
stage / endpoint / slack, ns / depth (start not counted)
finish: sum[30] / 9.52 / 23
global route: sum[30] / 9.11 / 23
CTS: sum[28] / 9.38 / 23
logic make-up after synthesis:
kind of cell / Yosys count / share of synthesized area
compound gates: 70 / 0.03911
xor+xnor: 55 / 0.03792
fa+ha+maj: 460 / 0.7031
simple gates: 62 / 0.02364
buf+inv: 664 / 0.1962
synth_stat cells (2+ instances only):
master	n
sky130_fd_sc_hd__a211oi_2	2
sky130_fd_sc_hd__a21o_1	12
sky130_fd_sc_hd__a21oi_1	24
sky130_fd_sc_hd__a31oi_1	2
sky130_fd_sc_hd__and2_1	3
sky130_fd_sc_hd__fa_1	423
sky130_fd_sc_hd__ha_1	37
sky130_fd_sc_hd__inv_1	663
sky130_fd_sc_hd__nand2_1	15
sky130_fd_sc_hd__nand2b_1	2
sky130_fd_sc_hd__nand3_1	10
sky130_fd_sc_hd__nand3b_1	2
sky130_fd_sc_hd__nor2_1	14
sky130_fd_sc_hd__nor2b_1	3
sky130_fd_sc_hd__nor3_1	5
sky130_fd_sc_hd__o211ai_1	5
sky130_fd_sc_hd__o21ai_0	10
sky130_fd_sc_hd__or3_1	3
sky130_fd_sc_hd__xnor2_1	44
sky130_fd_sc_hd__xor2_1	11
layout make-up:
cell class,instances,area share
Tap cell,539,0.03583
Antenna cell,2,0.0002659
Multi-Input combinational cell,647,0.5424
Inverter,663,0.1322
Timing Repair Buffer,544,0.2893
worst max-delay path, cell delays in order:
cell and delay [ns]:
sky130_fd_sc_hd__clkdlybuf4s50_1 0.43, sky130_fd_sc_hd__fa_1 0.54, sky130_fd_sc_hd__inv_1 0.05, sky130_fd_sc_hd__fa_1 0.55
sky130_fd_sc_hd__inv_1 0.06, sky130_fd_sc_hd__fa_1 0.50, sky130_fd_sc_hd__inv_1 0.06, sky130_fd_sc_hd__fa_1 0.55
sky130_fd_sc_hd__fa_1 0.42, sky130_fd_sc_hd__fa_1 0.43, sky130_fd_sc_hd__inv_1 0.06, sky130_fd_sc_hd__ha_1 0.20
sky130_fd_sc_hd__inv_1 0.08, sky130_fd_sc_hd__fa_1 0.46, sky130_fd_sc_hd__nor2b_1 0.12, sky130_fd_sc_hd__o21ai_1 0.08
sky130_fd_sc_hd__a21oi_1 0.28, sky130_fd_sc_hd__o211ai_1 0.22, sky130_fd_sc_hd__a21oi_1 0.30, sky130_fd_sc_hd__nor4_1 0.13
sky130_fd_sc_hd__or3_1 0.39, sky130_fd_sc_hd__o211ai_1 0.08, sky130_fd_sc_hd__clkdlybuf4s50_1 0.51
metal layers:
| metal | up-vias | part of all wire | routed length, um |
|---|---|---|---|
| li1 | 4524 | - | - |
| met1 | 4572 | 0.37 | 13380 |
| met2 | 366 | 0.53 | 19240 |
| met3 | 16 | 0.090 | 3259 |
| met4 | 4 | 0.0086 | 312 |
| met5 | - | 0.00075 | 27 |
per-stage QoR:
step | util | setup slack, ns
finish | 0.4497 | 9.521
global route | 0.4496 | 9.113
CTS | 0.4496 | 9.385
detailed placement | 0.4496 | 9.439
global placement | 0.4496 | 9.379
floorplan | - | 11.01
