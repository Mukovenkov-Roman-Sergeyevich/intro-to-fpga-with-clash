==> flow/design.v <==
module adder_logic_1_bit (
    input  logic a,
    input  logic b,
    input  logic c_in,
    output logic c_out,
    output logic sum
);
  assign sum   = a ^ b ^ c_in;
  assign c_out = (a & b) | (c_in & (a ^ b));
endmodule
module k_number_adder #(
    parameter int COUNT_OF_BITS = 64,
    parameter int COUNT_OF_NUMBERS = 10
) (
    input logic [COUNT_OF_NUMBERS*COUNT_OF_BITS-1:0] a,
    input logic c_in,
    output logic c_out,
    output logic [COUNT_OF_BITS-1:0] sum
);
    logic [COUNT_OF_BITS*COUNT_OF_NUMBERS-1:0] partial_sums;
    logic [COUNT_OF_NUMBERS-1:0] carry;
    assign carry[0] = c_in;
    assign partial_sums[COUNT_OF_BITS-1 : 0] = a[COUNT_OF_BITS-1 : 0];
    genvar i;
    generate
        for (i = 1; i < COUNT_OF_NUMBERS; i++)
            adder_multibits_reuse #(
                .COUNT_OF_BITS(COUNT_OF_BITS)
            ) adder_inst (
                .a(a[(i+1)*COUNT_OF_BITS-1 : i*COUNT_OF_BITS]),
                .b(partial_sums[i*COUNT_OF_BITS-1 : (i-1)*COUNT_OF_BITS]),
                .c_in(carry[i-1]),
                .c_out(carry[i]),
                .sum(partial_sums[(i+1)*COUNT_OF_BITS-1 : i*COUNT_OF_BITS])
            );
    endgenerate
    assign sum = partial_sums[COUNT_OF_BITS*COUNT_OF_NUMBERS-1 : COUNT_OF_BITS*(COUNT_OF_NUMBERS-1)];
    assign c_out = carry[COUNT_OF_NUMBERS-1];
endmodule
module adder_multibits_reuse #(
  parameter int COUNT_OF_BITS = 4  
) (
  input logic [COUNT_OF_BITS-1:0] a,  
  input logic [COUNT_OF_BITS-1:0] b,
  input logic c_in,
  output logic c_out,
  output logic [COUNT_OF_BITS-1:0] sum
);
  logic [COUNT_OF_BITS:0] carry;  
  assign carry[0] = c_in;  
  assign c_out = carry[COUNT_OF_BITS];
  genvar i;  
  generate  
    for (i = 0; i < COUNT_OF_BITS; i++)
      adder_logic_1_bit add(  
        .a(a[i]),
        .b(b[i]),
        .c_in(carry[i]),
        .c_out(carry[i + 1]),  
        .sum(sum[i])
      );
  endgenerate
endmodule
==> flow/run.sh <==
#!/bin/bash
# OpenROAD 26Q1-2900-gdf79404cd8, Yosys 0.63+post, stock flow scripts
make -C /OpenROAD-flow-scripts/flow DESIGN_CONFIG=/design/flow/config.mk WORK_HOME=/design/flow/orfs finish
==> flow/config.mk <==
export PLATFORM = sky130hd
export DESIGN_NAME = k_number_adder
export DESIGN_NICKNAME = k_number_adder
export VERILOG_FILES = /design/flow/design.v
export SDC_FILE = /design/flow/constraint.sdc
export NUM_CORES = 4
export LEC_CHECK = 1
export CORE_AREA = 10 10 365 365
export DIE_AREA = 0 0 375 375
export SYNTH_HDL_FRONTEND = slang
==> flow/constraint.sdc <==
current_design k_number_adder

set clk_period 467.1
set clk_io_pct 0.2

create_clock -name clk0 -period $clk_period

set non_clock_inputs [all_inputs -no_clocks]
set_input_delay [expr $clk_period * $clk_io_pct] -clock clk0 $non_clock_inputs
set_output_delay [expr $clk_period * $clk_io_pct] -clock clk0 [all_outputs]
==> metrics.csv <==
metric;value;unit
rsz_0062_raised_after_global_routing;no;
slew_viol_final;0;
antenna_left;0;
yosysChipArea;13600;µm²
fp.dieW;375;µm
post_drt_via_cell_ratio;2.82;
grt_util_all_layers;0.107;
maximum_number_of_pins_on_one_net_before_global_route_repair;2;
cp.required;373.68;ns
post-route-period-util;0.859;
critical_path.startpoint_type;primary input;
grt_pass1_wl;98600;µm
drt_drc;0;
crit_buf_inv;24;
run_status;finished clean;
hold_path_depth;5;
nClkBuffers;0;
finish.instance_area;22200;µm²
std_cell_rows;130;
gp_congestion;0.936;
fmax;2.49;MHz
synth_warnings;0;
totalWireLength;73800;µm
warning_count;32;
fp.coreArea;125000;µm²
dpl.cell_count;3342;
io_buffers;706;
cts_repair_resize_count;0;
critical_path.top_delay_family;adder cells;
postSynthAreaPerCell;12.9;µm²
area_delta_synth_final;64.1;%
num_vias;9474;
initial_antenna_violation_count;55;
ff_count;0;
crit_top_cell;fa_1;
detail_route.iter0.violations;136;
drive_gt1_frac;0;
slew-limit-headroom;0.637;
place_hpwl;73500;µm
crit_fanout;1;
fin_setup_tns;0;ns
drt_first_pass_iters;4;
comb_area;11500;µm²
grt.overflow.total;0;
fin_cells;3354;
postSynthSeqShare;0;
placed_inst_area;22200;µm²
detail_route.wl_per_cell;22.0;µm
slowest_stage;fa_1;
regArea;0;µm²
timing.hold.worst.start;a[595];
hp-class;in2out;
final_common_cell;clkdlybuf4s50_1;
vias_in_the_first_global_route;11800;
min_to;sum[19];
critPathKind;in2out;
yosysCellCount;1050;
final_layout_top_logic_cells;706 x clkdlybuf4s50_1, 576 x fa_1, 410 x inv_1;
worstPathArrival;307.80;ns
crit_end_category;output pin;
critPathMaxStageDelay;0.65;ns
report.final.hold_viol_count;0;
worst-slew-pin-transition;0.544;ns
hold_ws;187.90;ns
post_synth_inst_count;1050;
final.fill_count;13700;
design.portCount;706;
initCoreUtil;0.108;
setup_viol_count_final;0;
synth_area;13600;µm²
timing.max_cap.violations;0;
post-route-min-period;401.22;ns
die_area;141000;µm²
cts_setup_buffers;0;
cts-hold-fix-buffers;0;
netlist-cell-type-count;3;
fp.dieH;375;µm
synthesized netlist by cell type (all sizes together):
cell / count / area, µm²
fa: 576 / 11500
inv: 410 / 1540
buf: 64 / 480
worst max path at each step:
stage | from | to | depth (start not counted)
final | a[0] | sum[63] | 600
after global routing | a[0] | sum[63] | 600
after CTS | a[0] | sum[63] | 600
area by class of cell:
| class | instances | area share |
|---|---|---|
| Multi-Input combinational cell | 576 | 0.519 |
| Inverter | 410 | 0.0692 |
| Timing Repair Buffer | 706 | 0.318 |
| Antenna cell | 12 | 0.00135 |
| Tap cell | 1650 | 0.0929 |
metrics by stage:
stage | util | setup slack (ns)
after floorplan | - | 84.93
after global placement | 0.177 | 64.27
after detailed placement | 0.177 | 63.91
after CTS | 0.177 | 63.77
after global routing | 0.177 | 57.58
final | 0.177 | 65.88
cells by family (layout without fill, tap and decap cells):
logic type	Yosys count	count (layout)	synth area share
fa+ha+maj	576	576	0.851
buf+inv	474	1116	0.149
other cells	0	12	0
tightest hold or removal path, stage by stage:
cell             delay (ns)
clkdlybuf4s50_1        0.39
inv_1                  0.08
fa_1                   0.16
inv_1                  0.03
clkdlybuf4s50_1        0.40
per-layer routing:
layer / GRT usage / share of wire / up-vias
met3: 0.0824 / 0.18 / 112
met4: 0.0132 / 0.019 / 56
met1: 0.116 / 0.34 / 4738
li1: - / - / 3976
met2: 0.170 / 0.46 / 592
met5: 0 / 0.0050 / -
