`./run.sh`:
```
#!/bin/bash
# OpenROAD 26Q1-2900-gdf79404cd8, Yosys 0.63+post, stock flow scripts
make -C /OpenROAD-flow-scripts/flow DESIGN_CONFIG=/design/flow/config.mk WORK_HOME=/design/flow/orfs finish
```
`./config.mk`:
```
export PLATFORM = sky130hd
export DESIGN_NAME = zero_one
export DESIGN_NICKNAME = zero_one
export VERILOG_FILES = /design/flow/design.v
export SDC_FILE = /design/flow/constraint.sdc
export NUM_CORES = 4
export LEC_CHECK = 1
export CORE_UTILIZATION = 50
export SYNTH_HDL_FRONTEND = slang
```
`./constraint.sdc`:
```
current_design zero_one

set clk_period 11.0
set clk_io_pct 0.2

create_clock -name clk0 -period $clk_period [get_ports {clk}]

set non_clock_inputs [all_inputs -no_clocks]
set_input_delay [expr $clk_period * $clk_io_pct] -clock clk0 $non_clock_inputs
set_output_delay [expr $clk_period * $clk_io_pct] -clock clk0 [all_outputs]
```
`./design.v`:
```
module zero_one #(
  parameter int COUNT_OF_BITS = 5
) (
  input logic clk,
  input logic rst,
  input logic [COUNT_OF_BITS-1:0] num,
  output int zeros,
  output int ones
);
  int zeros_acc;
  int ones_acc;
  int temp_zeroes;
  int temp_ones;
  always_comb begin
    temp_zeroes = 0;
    temp_ones = 0;
    for (int i = 0; i < COUNT_OF_BITS; i++) begin
      if (num[i] == 1'b0)
        temp_zeroes++;
      else
        temp_ones++;
    end
    zeros = zeros_acc + temp_zeroes;
    ones = ones_acc + temp_ones;
  end
  always_ff @(posedge clk) begin
    if (rst) begin
      zeros_acc <= 0;
      ones_acc <= 0;
    end else begin
      zeros_acc <= zeros;
      ones_acc <= ones;
    end
  end
endmodule
```
==> qor.yml <==
endpoint: "ones[29]"
fin_area_sq_um: 4690
drv_slew: 0
boundaryPins: 71
rows: 30
wl_per_cell_um: 13.1
ant_nets: 0
crit_start: "num[0]"
p_per_area_nw_per_um2: 137
drt_wl_total_um: 7580
areaGrowthSynthToFinish_pct: 26.8
clkSlewWorstSetupHoldPaths_ps: 70
dp_slack_ps: 1810
cts.hold.buffers_added: 0
grt_pass1_wl_um: 12600
rr_worst_depth: 6
grt_pass1_vias: 2728
antenna_found_initial: 0
cts_setup_buffers: 0
finalSetupTns_ps: 0
die_w_um: 88.0
p_leak_nw: 1.75
syn_area_per_cell_sq_um: 9.06
core_sq_um: 6980
hp-class: "reg2reg"
outcome: "finished clean"
finalWorstSetupSlack_ps: 1730
dieArea_sq_um: 7740
die_y_um: 88.0
fp_util_pct: 53.0
ys_cells: 408
cts_resized: 0
cts_buffers: 9
grt_max_degree: 72
num_vias: 3029
cts_sinks: 64
tool_warnings: 29
nFillCells: 579
yosys_warnings: 0
ff_type: "dfxtp_1"
track_usage_pct: 21.2
overflow: 0
cp-end-kind: "output port"
drc: 0
max_freq_mhz: 108
numPortBuffers: 70
ir_worst_vdd_mv: 0.145
crit_required_ps: 8800
layout-drive-gt1-share_pct: 6.65
final-comb-area_sq_um: 2300
num_antenna_cells: 0
fin_total_pwr_mw: 0.642
gp_congestion: 0.855
insertion_delay_ps: 330
critPathMaxStageDelay_ps: 610
arrival_ps: 7070
reg2reg_slack_ps: 8480
finalHoldViolCount: 0
rsz0062_at_grt: "no"
setup_viol: 0
skew_ps: 8.76
cts_max_level: 3
yosysUniqueCellTypes: 46
yosys_area_sq_um: 3700
regArea_sq_um: 1280
cp_slowest_cell: "nor2_1"
cpMostUsedCell: "ha_1"
ys_async_sr_fraction_pct: 0
place_hpwl_um: 5170
vias_per_cell: 5.25
dr.pass1.iters: 4
ys_seq_share_pct: 34.7
crit_type: "in2out"
edf_count: 0
postSynthCellCount: 408
cts_tree: "yes"
critPathMaxFanout: 11
netlist_area_sq_um: 3700
place_area_sq_um: 4480
cap_violations: 0
start_kind: "input pin"
drt_iter0_markers: 172
ys_seq_elements: 64
rr_endpoint: "ones_acc[27]"
worst_pin_slew_ps: 761
slew_headroom_pct: 49.1
path_cells: "clkdlybuf4s50_1 > inv_1 > ha_1 > xor2_1 > xor2_1 > o21ai_0 > ha_1 > mux2_2 > ha_1 > a21oi_1 > nor2_1 > o21ai_0 > or4_1 > nand2_1 > clkdlybuf4s50_1"
r2r-start: "ones_acc[3]"
fin_crit_sh_pct: 84.3
cts-root-buf: "clkbuf_8"
fin_crit_ps: 9270
clock_path_buffers: 2
placed cells by master, fill, tap and decap left out, drive strengths merged, types with 11 or more instances in the layout:
master,Yosys,final
clkdlybuf4s50,0,69
nand2,18,18
inv,11,11
ha,16,16
o2111ai,12,12
dfxtp,64,64
nand3,18,18
nand4,14,14
xnor2,48,48
nor2,18,18
xor2,18,18
clkbuf,17,12
nor2b,64,64
cell families after synthesis:
logic type,after synthesis,share of synthesized area [%]
other,1,0.101
adders and majority gates,18,6.50
DFF,64,34.7
buffers and inverters,30,3.25
AOI/OAI and AO/OA,53,10.6
and+or+nand+nor,166,26.2
muxes,10,3.08
xor gates and xnor gates,66,15.6
per-stage QoR:
step,util [%],std cells,hold slack [ps]
2_1_floorplan,-,409,471
3_3_place_gp,64.2,562,500
3_5_place_dp,64.2,562,500
4_1_cts,67.2,577,511
5_1_grt,67.2,577,565
6_report,67.2,577,512
Yosys cell counts, drive strengths merged (5+ instances only):
library cell / count / area share (%)
o21ai: 9 / 1.2
nor2b: 64 / 11
ha: 16 / 5.4
o2111ai: 12 / 2.8
mux2: 8 / 2.5
xnor2: 48 / 11
nand2: 18 / 1.8
o211ai: 8 / 1.6
a21oi: 9 / 1.2
nand4: 14 / 2.5
or4: 5 / 1.2
dfxtp: 64 / 35
nand3: 18 / 2.4
a211oi: 6 / 1.6
xor2: 18 / 4.3
clkbuf: 17 / 1.7
and3: 6 / 1.0
nor2: 18 / 1.8
inv: 11 / 1.1
state kept, by name, indices dropped and copies added (netlist names):
register,flops
ones_acc,32
zeros_acc,32
worst min-delay path by stage:
stage,startpoint,end,slack (ps),cells after the start
final,ones_acc[27],ones_acc[27],510,2
after global routing,ones_acc[27],ones_acc[27],570,2
after CTS,ones_acc[27],ones_acc[27],510,2
worst max-delay path: cells and delay by family:
kind / cells / cell delay, ps
muxes: 1 / 270
adders and majority gates: 3 / 1000
buffers and inverters: 3 / 1040
and+or+nand+nor: 3 / 1320
xor gates and xnor gates: 2 / 440
AOI/OAI and AO/OA: 3 / 800
where the power goes:
part           total [mW]  internal [mW]  switching [mW]
clock network       0.208          0.121          0.0865
registers           0.256          0.247         0.00866
logic               0.178          0.103          0.0751
per-layer routing:
layer | vias up | routed length [um] | GRT usage, %
met4 | 0 | 106 | 2.98
li1 | 1564 | - | -
met5 | - | 0 | 0
met3 | 10 | 469 | 5.53
met2 | 75 | 3280 | 31.4
met1 | 1380 | 3720 | 32.8
area by class of cell:
cell class,count,area share [%]
well taps,96,2.56
clock inverters,3,0.854
repair buffers,76,15.8
flip-flops and latches,64,27.3
multi-input cells,315,49.1
inverters,11,0.881
clock buffers,12,3.52
Power and IR drop assume default switching activity.
